==> design.v <==
`timescale 1ns / 1ps
module branch(
        input clk,
        input rst,
        input [7:0] immediate,
        input take_branch,
        output reg [7:0] pc
    );
    always@(posedge clk)
    begin
        pc <= take_branch ? (rst ? 0 : pc + immediate) :
                            (rst ? 0 : pc + 1);
    end
endmodule
==> run.sh <==
#!/bin/bash
# OpenROAD 26Q1-2900-gdf79404cd8, Yosys 0.63+post, stock flow scripts
make -C /OpenROAD-flow-scripts/flow DESIGN_CONFIG=/design/flow/config.mk WORK_HOME=/design/flow/orfs finish
==> config.mk <==
export PLATFORM = sky130hd
export DESIGN_NAME = branch
export DESIGN_NICKNAME = branch
export VERILOG_FILES = /design/flow/design.v
export SDC_FILE = /design/flow/constraint.sdc
export NUM_CORES = 4
export LEC_CHECK = 1
export CORE_AREA = 10 10 70 70
export DIE_AREA = 0 0 80 80
==> constraint.sdc <==
current_design branch

set clk_period 5.1
set clk_io_pct 0.2

create_clock -name clk0 -period $clk_period [get_ports {clk}]

set non_clock_inputs [all_inputs -no_clocks]
set_input_delay [expr $clk_period * $clk_io_pct] -clock clk0 $non_clock_inputs
set_output_delay [expr $clk_period * $clk_io_pct] -clock clk0 [all_outputs]
==> design notes <==
The flow ran to the end, and the final reports show no timing, DRC or antenna violations. Number of antenna violations at the first check in global routing: 0. Looking at hold timing, the worst path starts from pc[7]$_DFF_P_. The max-capacitance violation count was 0; the overall overflow remaining after global route was 0. In the power breakdown, the internal column shows 0.154 mW. Grouping stages by cell kind, the critical path spends the most delay in simple AND/OR/NAND/NOR gates.

For the worst slack on hold paths, the log shows 0.569 ns. The run gives 160 sq um as the total area of sequential cells. For the total die size, the log shows 6400 sq um. Ranked by total cell area, the synthesized netlist is headed by dfxtp_1 (24%), ha_1 (15%), xnor2_1 (6.4%). The I/O pin total was 19.

The routed design has 1.71 mm of wire. Wire length of the first global-routing pass: 2.67 mm. The tools report the detailed-router iteration count before antenna repair as 4.

The critical path arrival is 2.98 ns. Synthesis inferred 8 register bits. The area fraction of the largest cell type after synthesis is 23.5%.

The yosys synthesis warning count came out at 1. The run gives 8 for the total clock sinks. Standard cell with the maximum stage delay on the critical path: clkdlybuf4s50_1. For reference, the final report shows the max-slew violation count at 0. In this run the static leakage power is 0.376 nW. The most used flip-flop cell after synthesis is dfxtp_1. Total power normalized to cell area comes to 250 nW/um^2. Setup repair after global routing left no endpoint under its margin.

The logs give 23.5% for the portion of the post-synthesis area used by sequential elements and 0.000252 ns for the worst setup skew after layout. The register with the most flip-flops in the layout has 8 of them. The detailed router placed 645 vias in this run.

Using the TritonRoute via totals, the vias-per-cell ratio works out to 4.39. More flip-flops sit in one register than any other, and that register is pc. The critical path start-end classification is primary input to register. Per the cell usage report, the commonest logic cells after layout are clkdlybuf4s50_1 (18), nor2_1 (11), ha_1 (8), dfxtp_1 (8), a21oi_1 (7). With the die boundary height at 80 um, the met1 global-route usage is 7.02%. The share of total power dissipated in sequential elements is 36.2%. With the via count of the first global-routing pass at 572, the mean cell area of the mapped netlist is 8.20 sq um. Listed in order, past its start point the critical path passes clkdlybuf4s50_1 > ha_1 > a211oi_2 > nor3_1 > or3_1 > and3_4 > mux2_4. Global routing used 2.61% of the available met3 tracks.

Buffers inserted during clock tree synthesis total 3. The launch point of the worst reg-to-reg path was pc[2]$_DFF_P_. The area growth from synthesis to layout is 35.8%.

For this run, the chip area from Yosys synthesis comes to 681 sq um. Summing all multi-input logic gate instances after layout gives 493 sq um. The synthesized netlist was found by Yosys to have 83 cells. Logic gate share of total power: 41.7%.

The tools report the initial detailed-routing violation count as 30. The flow reports that the clock network draws 22.1% of the design power. The core footprint came out at 3420 sq um. The largest registers in the layout are pc x8. The beginning of the critical path was immediate[1]. The global routing report lists combined usage of all routing layers as 5.10%. The tools report the fraction of met2 tracks used by global routing as 7.14%. The worst setup path is launched from a primary input.

With the net switching component of the power at 0.0768 mW, the count of buffers inserted at the top-level ports is 18. The share of the core filled with cells was 27.1%. With the fraction of registers with async set or reset after synthesis at 0%, the hold-fix buffer count after cts is 0.

Counting the fill cells in the layout gives 382. RePlAce ended its routability-driven mode at a weighted congestion of 0.854. The run gives 0 as the count of final setup violators. TritonCTS built the clock tree. Before any placement, the netlist area is recorded as 681 sq um. Counting along the longest clock path gives a buffer depth of 2.

The most area-hungry cell type in the Yosys netlist was dfxtp_1. Per the slew report, the remaining headroom to the max-slew limit stands at 61.3%. The post-cts repair resize count is 0, and the final critical-path share of the clock period is 55.5%.

Synthesis produced a netlist whose cell count is 83. In this run the remaining antenna-violating nets after routing total 0. The floorplan step set the die width to 80 um. For the pin with the worst max-slew slack, the measured transition is 0.578 ns. The tools report the total number of placement rows as 21.

With the minimum clock period at 2.83 ns, the OpenROAD warning count is 25. The post-route DRC violation count is 0. The script logs the mean routed wire length per placed instance as 11.6 um.

The tools report the HPWL reported at the end of detailed placement as 1.36 mm. The post-placement cell count came out at 144. Routing layer with the top usage in global route: met2.

The final report lists a non-filler cell total of 147. The tools report the critical path capture point type as a register. The registers of the reported paths see a clock transition of 0.06 ns.

The required time at the endpoint of the critical path was 5.25 ns. According to the hold report, the worst path is of the register to register type. Maximum number of pins on one net before global-route repair: 17.

Per the final timing report, the hold violations number 0. The run gives 0.114 mV for the maximum resistive drop on vdd. The number of distinct standard cells referenced by the synthesized netlist was 27; the highest attainable clock frequency was 353 MHz.

After layout, the design draws a total of 0.231 mW. With the total buffers and inverters traversed by the critical path at 1, the core utilization before placement is 19.9%. Of the total power, the share spent switching nets is 33.3%. Per the timing report, the biggest fanout along the worst path comes to 2.

In this run the clock root is driven by a clkbuf_4. The timing report gives the biggest stage delay along the critical path as 0.46 ns. Cells with a size suffix above 1 make up 6.93% of the layout.

After clock tree synthesis, the setup repair step added 0 buffers. The run gives 0 ns as the sum of negative setup slack. By instance count after routing, the leading logic cell type is clkdlybuf4s50_1.

The setup check on the worst reg-to-reg path leaves a slack of 3.07 ns. Counting flops with a built-in enable in the synthesized netlist gives 0. The tools report the CTS H-tree depth as 1. The insertion delay at the late pin of the worst-skew pair was 0.26 ns. 0 antenna diodes ended up in the layout.
## worst register-to-register path, delay by kind of cell (launching register included)
family          cells  cell delay [ns]
mux                 1             0.28
fa+ha+maj           1             0.33
compound gates      1             0.23
flops               1             0.45
simple gates        3             0.62
## power by group through the flow
| stage | Sequential (mW) | Clock, mW | Combinational, mW |
|---|---|---|---|
| after CTS | 0.0836 | 0.0534 | 0.0978 |
| after global routing | 0.0853 | 0.0579 | 0.109 |
| final | 0.0836 | 0.0511 | 0.0964 |
## final timing paths
path | depth (start not counted) | end
hold reg to reg | 2 | pc[7]$_DFF_P_
hold / removal | 2 | pc[7]$_DFF_P_
setup / recovery | 7 | pc[7]$_DFF_P_
setup reg to reg | 6 | pc[7]$_DFF_P_
## through the flow
step	cell area [sq um]	setup slack, ns
final	925	2.27
after global routing	925	2.15
after CTS	925	2.28
after detailed placement	902	2.01
after global placement	902	2.02
after floorplan	681	2.57
## routing by layer
metal	share of wire, %	wire length, um
met1	50	851
met2	41	698
met3	8.7	148
met4	0.59	10
met5	0	0
## cell type report
class                           count  area share (%)
Timing Repair Buffer               18            19.5
Inverter                            3            1.22
Multi-Input combinational cell     69            53.3
Sequential cell                     8            17.3
Clock buffer                        3            2.44
Tap cell                           46            6.22
## cells by family after synthesis
| group | Yosys count | share of synthesized area, % |
|---|---|---|
| simple gates | 28 | 19.5 |
| fa+ha+maj | 9 | 17.6 |
| mux | 2 | 3.68 |
| xor+xnor | 9 | 11.6 |
| buf+inv | 6 | 4.04 |
| flops | 8 | 23.5 |
| compound gates | 21 | 20.0 |
## cells in the mapped netlist, types with 2 or more instances
master / n
or3_1: 2
a31oi_1: 2
a21oi_1: 7
inv_1: 3
dfxtp_1: 8
ha_1: 8
nor3_1: 3
xnor2_1: 5
a21o_1: 2
nand3_1: 4
nand2_1: 5
nor2_1: 11
o21ai_0: 3
xor2_1: 4
a211oi_1: 4
No activity file was given, so power comes from the tool's default toggle rates.
