[./design.v]
`timescale 1ns / 1ps
module alu_regfile(
        input rst,
        input clk,
        input [1:0]rd0_addr,
        input [1:0]rd1_addr,
        input [1:0]wr_addr,
        input [8:0]wr_data,
        input wr_en,
        input [7:0]instr_i,
        input alu_src2,
        input alu_src1,
        input [2:0]alu_op,
        output [7:0]result,
        output [7:0]input1,
        output [7:0]input2,
        output ovf,
        output take_branch,
        output [8:0]rd0_data,
        output [8:0]rd1_data
    );
    reg_file Reg_File(
            .rst(rst),
            .clk(clk),
            .rd0_addr(rd0_addr),
            .rd1_addr(rd1_addr),
            .wr_addr(wr_addr),
            .wr_data(wr_data),
            .wr_en(wr_en),
            .rd0_data(rd0_data),
            .rd1_data(rd1_data)
    );
    assign input1 = alu_src1 ? 0 : rd0_data[7:0];
    assign input2 = alu_src2 ? instr_i : rd1_data[7:0];
    eightbit_alu Eightbit_Alu(
            .a(input1),
            .b(input2),
            .sel(alu_op),
            .f(result),
            .ovf(ovf),
            .take_branch(take_branch)
    );
endmodule
`timescale 1ns / 1ps
module eightbit_alu(
    input signed [7:0]a,
    input signed [7:0]b,
    input [2:0]sel,
    output signed [7:0]f,
    output ovf,
    output take_branch
);
    reg [7:0]f;
    reg ovf;
    reg take_branch;
    always @(a or b or sel) begin
    case (sel)
        3'b000:   
            begin 
                f = a + b;
                ovf = f[7]? ~(a[7] | b[7]):a[7] & b[7];
                take_branch = 0;
            end
        3'b001:   
            begin
                f = ~b;
                ovf = 0;
                take_branch = 0;
            end
        3'b010:   
            begin
                f = a & b;
                ovf = 0;
                take_branch = 0;
            end
        3'b011:   
            begin
                f = a | b;
                ovf = 0;
                take_branch = 0;
            end
        3'b100:   
            begin
                f = a >>> 1;
                ovf = 0;
                take_branch = 0;
            end
        3'b101:   
            begin
                f = a << b;
                ovf = 0;
                take_branch = 0;
            end
        3'b110:   
            begin
                take_branch = a == b;
                ovf = 0;
                f = 0;
            end
        3'b111:   
            begin
                take_branch = a != b;
                ovf = 0;
                f = 0;
            end
        default:
            begin
                f = 0;
                ovf = 0;
                take_branch = 0;
            end
    endcase
end
endmodule
`timescale 1ns / 1ps
module reg_file(
    input rst,
    input clk,
    input wr_en,
    input [1:0]rd0_addr,
    input [1:0]rd1_addr,
    input [1:0]wr_addr,
    input [8:0]wr_data,
    output [8:0]rd0_data,
    output [8:0]rd1_data
);
    reg [8:0] array_1 [0:3];
    integer i;
    always @(posedge clk) begin
        if (rst) begin
            for(i = 0; i < 4; i = i + 1) begin
                array_1 [i] <= 0;
            end
        end
        else begin
            array_1[wr_addr] <= wr_en ? wr_data : array_1[wr_addr];
        end
    end
    assign rd0_data = array_1[rd0_addr];
    assign rd1_data = array_1[rd1_addr];
endmodule
[./run.sh]
#!/bin/bash
# OpenROAD 26Q1-2900-gdf79404cd8, Yosys 0.63+post, stock flow scripts
make -C /OpenROAD-flow-scripts/flow DESIGN_CONFIG=/design/flow/config.mk WORK_HOME=/design/flow/orfs finish
[./constraint.sdc]
current_design alu_regfile

set clk_period 5.4
set clk_io_pct 0.2

create_clock -name clk0 -period $clk_period [get_ports {clk}]

set non_clock_inputs [all_inputs -no_clocks]
set_input_delay [expr $clk_period * $clk_io_pct] -clock clk0 $non_clock_inputs
set_output_delay [expr $clk_period * $clk_io_pct] -clock clk0 [all_outputs]
[./config.mk]
export PLATFORM = sky130hd
export DESIGN_NAME = alu_regfile
export DESIGN_NICKNAME = alu_regfile
export VERILOG_FILES = /design/flow/design.v
export SDC_FILE = /design/flow/constraint.sdc
export NUM_CORES = 4
export LEC_CHECK = 1
export CORE_UTILIZATION = 30
==> results.toml <==
# flow metrics
[outcome]
status = "completed"

[floorplanning]
initial_utilization_pct = 30.8
core_area_um2 = 10200
die.size.y_um = 104
io_pins = 75
num_rows = 37
die_w_um = 104
die-area_um2 = 10900

[timing]
hold_violations = 0
grt_setup_unrepaired = "false"
hold_ws_ns = 1.53
period_needed_ns = 5.14
relSlewSlack_pct = 60.7
max_freq_mhz = 195
fin_ws_ns = 0.260
drv_slew = 0
finalSetupViolCount = 0
worst_pin_slew_ns = 0.587
period_used_pct = 95.2

[grt]
grt_usage_pct = 17.5
grt_pass1_wl_um = 14600
gr-total-overflow = 0
antenna_found_initial = 0
grt_pass1_vias = 2910
grt_start_max_net_pins = 17

[finish]
drive_gt1_share_pct = 28.6
logic_area_um2 = 1990
largestRegisters = "Reg_File.array_1: 36 flops"
fin_util_pct = 46.7
seq_area_um2 = 1080
fillCellCount = 928
largest_register_ffs = 36
areaGrowthSynthToFinish_pct = 51.9
finalNonFillerCells = 591
top_register = "Reg_File.array_1"

[worst_setup_path]
end_kind = "output pin"
path_max_fanout = 4
worstPathRequired_ns = 4.32
cp-start-kind = "input pin"
critical_path_class = "in2out"
arrival_ns = 4.06

[pwr]
total_power_uw = 936
vdd_drop_max_mv = 0.174
power_density_nw_per_um2 = 196
power_leakage_nw = 1.99

[logic_synthesis]
netlist_top_cells_count = "and2_1 (36), edfxtp_1 (36), a21oi_1 (22)"
ys_area_um2 = 3150
edf_count = 36
yosysUniqueCellTypes = 54
ys_seq_share_pct = 34.3
area_leaders = "edfxtp_1 (34%), mux4_2 (11%), and2_1 (7.2%)"
ys_cells = 306
yosys_register_bits = 36
yosys.area.top_type_share_pct = 34.3
yosysWarnings = 2
synth_area_um2 = 3150
async_flop_share_pct = 0
top_area_cell = "edfxtp_1"
avgSynthCellArea_um2 = 10.3
netlist_instances = 306
synth-main-ff-cell = "edfxtp_1"

[place]
io_buffers = 74
dp_cells = 580
place.gp.congestion = 0.890
pre_cts_ws_ns = -0.214
detailed_place_hpwl_um = 7410

[drt]
drt_iter0_drc = 63
wl_um = 8980
vias_per_cell = 4.90
wire_per_inst_um = 15.2
vias = 2895
drc = 0
final_antenna_net_count = 0
antenna_cells = 0
first_pass_iters = 4

[run]
warning_count = 34
cap_violations = 0

[clock_network]
root_buffer = "clkbuf_8"
cts.sinks = 36
cts_buffers = 5
clk_pin_slew_worst_paths_ns = 0.06
cts_hold_buf = 0
cts_htree_levels = 2
cts_tree = "built"
cts.path.max_buffers = 2

[worst_hold_path]
min_path_type = "in2reg"
placed cells by master (no fill, tap or decap), types with 2 or more instances in the layout:
cell type / instances
a21oi_1: 21
a221oi_1: 3
and2_1: 36
buf_4: 78
buf_6: 3
clkbuf_8: 5
clkdlybuf4s50_1: 69
clkinv_1: 4
dlymetal6s2s_1: 4
edfxtp_1: 36
ha_1: 12
ha_2: 2
ha_4: 2
inv_1: 17
inv_2: 3
mux2_2: 3
mux2i_1: 17
mux2i_4: 2
mux4_2: 16
nand2_1: 17
nand2b_1: 7
nand2b_4: 3
nand3_1: 8
nand3b_1: 2
nand4_1: 2
nor2_1: 18
nor2b_1: 2
nor3_1: 8
nor3b_1: 3
nor4_1: 3
o211ai_1: 3
o21ai_0: 6
o22ai_1: 2
o31ai_1: 2
or2_2: 2
xnor2_1: 3
xor2_1: 3
kinds of logic (layout without fill, tap and decap cells):
logic type / Yosys count / after routing / synth area share (%)
DFF: 36 / 36 / 34.3
adders and majority gates: 17 / 17 / 7.00
and+or+nand+nor: 114 / 114 / 19.4
buffers and inverters: 36 / 185 / 4.93
xor gates and xnor gates: 6 / 6 / 1.67
muxes: 38 / 38 / 19.4
AOI/OAI and AO/OA: 59 / 59 / 13.3
path summary, 6_finish.rpt:
check | slack (ns) | depth (start not counted) | to | startpoint
max | 0.26 | 14 | ovf | rd1_addr[0]
min | 1.53 | 2 | Reg_File.array_1[2][4]$_SDFFCE_PN0P_ | wr_data[4]
layer usage:
metal	GRT usage [%]	share of wire, %	vias up
li1	-	-	1440
met1	24.2	44	1352
met2	28.7	48	88
met3	3.52	5.5	15
met4	4.80	2.4	0
met5	0	0	-
cell type report:
type / count / area share (%)
multi-input combinational: 234 / 41.5
clock inverter: 2 / 0.157
clock buffer: 5 / 1.44
inverter: 22 / 1.73
sequential: 36 / 22.6
tap: 136 / 3.56
timing repair buffer: 156 / 29.0
metrics by stage:
stage | setup TNS [ns] | cell area (µm²)
3_3_place_gp | -0.680 | 4580
2_1_floorplan | 0 | 3150
6_report | 0 | 4780
5_1_grt | 0 | 4780
3_5_place_dp | -0.730 | 4580
4_1_cts | -0.00418 | 4690
power breakdown:
group          internal [mW]  switching, mW  total, mW
Combinational          0.251          0.176      0.427
Clock                 0.0849         0.0811      0.166
Sequential             0.330         0.0121      0.343
critical path, cell delays in order:
cell and delay [ns]:
clkbuf_2 0.15, buf_4 0.17, mux4_2 0.50, mux2_2 0.31
inv_1 0.06, ha_1 0.23, nor2_1 0.12, nor2_1 0.05
o31a_1 0.13, o41ai_2 0.33, xor2_1 0.26, mux2i_1 0.21
nor2_1 0.05, clkdlybuf4s50_1 0.41
repair_timing:
item                                    CTS  global route
gates resized                             6            20
endpoints found under the setup margin    5             6
endpoints found under the hold margin     0             0
pin swaps                                 1             5
setup buffers                             0             4
Power and IR drop assume default switching activity.
